`./design.v`:
```
module ALU(SrcA, SrcB, ALUControl, Flags, ALUResult);
 parameter ADD=3'b000, SUB=3'b001, MUL=3'b010,
           OR=3'b011, XOR=3'b100, SLT=3'b101,
           SRA=3'b110, SRL=3'b111;
 input [31:0] SrcA, SrcB;
 input [2:0] ALUControl;
 output reg [31:0] ALUResult;
 output [3:0] Flags;
 assign Flags = { SrcA==SrcB, SrcA!=SrcB, SrcA<SrcB, !(SrcA<SrcB) }; 
 always @*
  case(ALUControl)
   ADD: ALUResult=SrcA+SrcB;
   SUB: ALUResult=SrcA-SrcB;
   MUL: ALUResult=SrcA*SrcB;
   XOR: ALUResult=SrcA^SrcB;
   SLT: ALUResult=SrcA<SrcB;
   SRA: ALUResult=SrcA>>>SrcB;
   SRL: ALUResult=SrcA>>SrcB;
   default: ALUResult=32'bx;
  endcase
endmodule
module CORE(in, out, clk, reset);
 input [63:0] in;
 output [96:0] out;
 input clk, reset;
 reg [31:0] PC;
 wire [31:0] PC4;
 wire [31:0] MUX1;
 wire S1;
 assign PC4 = PC + 32'd4;
 assign MUX1 = S1 ? MUX6 : PC4;
 assign out[31:0] = PC;
 always @(posedge clk or posedge reset) 
  if(reset) PC=0;
  else PC = MUX1;
 wire [31:0] PC4_D, IM_RD_D, PC_D;
 PIPE IFDEC(.in({PC, in[31:0], PC4}), .out({PC_D, IM_RD_D, PC4_D}), .clk(clk));
 defparam IFDEC.L = 96;
 wire S2, S0, S9;
 wire [31:0] RD1, RD2;
 wire [31:0] MUX0;
 wire [31:0] MUX9;
 wire [31:0] Imm;
 assign MUX0 = S0 ? { {25{IM_RD_D[31]}}, IM_RD_D[31:25]  }: { {20{IM_RD_D[31]}}, IM_RD_D[31:20]};
 assign MUX9 = S9 ? { {12{IM_RD_D[31]}}, IM_RD_D[31:12]  } : MUX0;
 assign Imm = MUX9;
 RegisterFile RF(.A1(IM_RD_D[19:15]), .A2(IM_RD_D[24:20]), .A3(Rd_W), .WD3(MUX8), .WE3(S2), .clk(clk), .reset(reset), .RD1(RD1), .RD2(RD2));
 wire [31:0] PC_E, Imm_E, RD2_E, RD1_E, PC4_E;
 wire [4:0] Rd_E;
 PIPE DECEX(.in({PC_D, Imm, RD2, RD1, IM_RD_D[11:7], PC4_D}), .out({PC_E, Imm_E, RD2_E, RD1_E, Rd_E, PC4_E}), .clk(clk));
 defparam DECEX.L = 165;
 wire S3;
 wire [2:0] S4;
 wire [3:0] Flags_E;
 wire [31:0] MUX3, ADDPC_E, ALUResult_E;
 assign MUX3 = S3 ? Imm_E : RD2_E;
 assign ADDPC_E = (Imm_E + PC_E)<<2;
 ALU ALUB(.SrcA(RD1_E), .SrcB(MUX3), .ALUControl(S4), .Flags(Flags_E), .ALUResult(ALUResult_E));
 wire [31:0] ADDPC_M, RD2_M, ALUResult_M, PC4_M;
 wire [3:0] Flags_M;
 wire [4:0] Rd_M;
 PIPE EXMEM(.in({ADDPC_E, RD2_E, ALUResult_E, Flags_E, Rd_E, PC4_E}), .out({ADDPC_M, RD2_M, ALUResult_M, Flags_M, Rd_M, PC4_M}), .clk(clk));
 defparam EXMEM.L = 137;
 wire S5, S6;
 wire [31:0] MUX6;
 assign MUX6 = S6 ? ADDPC_M : ALUResult_M;
 assign out[63:32] = ALUResult_M;
 assign out[95:64] = RD2_M;
 assign out[96] = S5;
 wire [31:0] DM_RD_W, ALUResult_W, PC4_W;
 wire [4:0] Rd_W;
 PIPE MEMWB(.in({in[63:32], ALUResult_M, Rd_M, PC4_M}), .out({DM_RD_W, ALUResult_W, Rd_W, PC4_W}), .clk(clk));
 defparam MEMWB.L = 101;
 wire S7, S8;
 wire [31:0] MUX7, MUX8;
 assign MUX7 = S7 ? DM_RD_W: ALUResult_W;
 assign MUX8 = S8 ? MUX7 : PC4_W;
endmodule
module PIPE(in, out, clk);
 parameter L=1;
 input [L-1:0] in;
 input clk;
 output reg [L-1:0] out;
 always @(negedge clk)
  out=in;
endmodule
module RegisterFile(A1, A2, A3, WD3, WE3, clk, reset, RD1, RD2);
 input clk, WE3, reset;
 input [4:0] A1, A2, A3;
 input [31:0] WD3;
 output [31:0] RD1, RD2; 
 reg [31:0] RD1_t, RD2_t;
 reg [31:0] bank [31:0];
 reg [5:0] counter;
 assign RD1 = A1!=0 ? RD1_t: 32'b0;
 assign RD2 = A2!=0 ? RD2_t: 32'b0;
 always@*
  if(!reset) begin
   RD1_t<=bank[A1];
   RD2_t<=bank[A2];
  end
 always @(posedge clk or posedge reset)
  if(reset)
    for(counter=0; counter<32; counter=counter+1)
     bank[counter]=32'd0;
  else
   if(WE3 && A3!=0)
    bank[A3]=WD3;
   else;
endmodule
```
`./run.sh`:
```
#!/bin/bash
# OpenROAD 26Q1-2900-gdf79404cd8, Yosys 0.63+post, stock flow scripts
make -C /OpenROAD-flow-scripts/flow DESIGN_CONFIG=/design/flow/config.mk WORK_HOME=/design/flow/orfs finish
```
`./config.mk`:
```
export PLATFORM = sky130hd
export DESIGN_NAME = CORE
export DESIGN_NICKNAME = CORE
export VERILOG_FILES = /design/flow/design.v
export SDC_FILE = /design/flow/constraint.sdc
export NUM_CORES = 4
export LEC_CHECK = 1
export CORE_AREA = 10 10 108 108
export DIE_AREA = 0 0 118 118
```
`./constraint.sdc`:
```
current_design CORE

set clk_period 4.8
set clk_io_pct 0.2

create_clock -name clk0 -period $clk_period [get_ports {clk}]

set non_clock_inputs [all_inputs -no_clocks]
set_input_delay [expr $clk_period * $clk_io_pct] -clock clk0 $non_clock_inputs
set_output_delay [expr $clk_period * $clk_io_pct] -clock clk0 [all_outputs]
```
==> CHANGELOG.md <==
### Metrics

- Status: complete, no violations
- Power Dens Cells: 233 nW/um^2
- Synth mux share: 0%
- Most frequent cells in the layout: 67 x conb_1, 31 x clkdlybuf4s50_1, 30 x dfrtp_1, 20 x xnor2_1, 10 x nand3_1
- Final Hold Vio Count: 0
- Element type at the critical path end: output pin
- CP max FO: 6
- # IOs: 163
- Via Count: roughly 1,100
- Hold Path Origin: PC[31]
- Yosys top cell by area: dfrtp_1
- Starting density of the core: 21.8%
- Fin crit share: 46.3%
- Die Wd: 118 um
- Pre-CTS setup slack: roughly 2.9 ns
- Initial antenna violation count: 0
- Yosys adder share: 0.617%
- Final core area utilization: between 20% and 30%
- Share of post-route cells with drive strength above 1: 6.91%
- Post-route insts no fill: 346
- Number of synthesis warnings: 20
- Critical Path AT: 1.26 ns
- First-pass GRT wire length: about 5900 um
- Fillcell total: 1,011
- Port Buffers: 31
- Simple-Gate Area Share: 13.2%
- Top cells by area: dfrtp_1 37%, buf_4 36%, xnor2_1 8.6%
- Cell area after synthesis: just over 2000 um^2
- Die Y: around 120 um
- CTS sink cnt: 30
- Hold path depth: 1
- Drc violations: 0
- Skew-Pair Late Insertion Delay: 0.27 ns
- Hold_ws: 0.471 ns
- Pre-antenna DRT Iters: 4
- Largest net degree at the start of global routing: 31
- Distinct cells, synth: 21
- Post-synthesis area per instance: 9.74 um^2
- Area leader share: 37.0%
- Kind of critical path: register to output pin
- Number of flip-flops in the largest register: 30
- Die Area: 13,900 um^2
- Clock Skew: 0.00373 ns
- Xor/xnor cell area share of the yosys netlist: 12.1%
- Via-to-Cell Ratio: approximately 3.1
- Number of cells in Yosys stat: approximately 210
- Worst stage delay on the critical path: 0.53 ns
- Chip Area, Yosys: 2030 um^2
- Setup crit start kind: register
- Final wirelength: approximately 3800 um
- Clock transition at path regs: ~0.060 ns
- Post-DP HPWL: about 3100 um
- Routability Congestion: 0.735
- RR Startpoint: PC[4]
- Critical path, cell by cell: clkdlybuf4s50_1
- Dominant combinational family: buffers and inverters
- Hold Crit Endpoint: PC[31]
- Cell depth of the worst setup path: 1
- FP Rows: 35
- Crit path buf inv count: 1
- Final worst slack: 2.58 ns
- Post-CTS setup repair buffer count: 0
- CP delay by family, top: buffers and inverters
- CP max-delay cell: clkdlybuf4s50_1
- Final Max Tran Viols: 0
- TritonCTS clock tree: done
- Grt ovf: 0
- Final worst path period need: 2.22 ns
- Worst R2R End: PC[27]
- Cts bufs inserted: 5
- Final ANT Viol Nets: 0
- Total tool warning count: 89
- RSZ-0062 raised after global routing: no
- WP data required: 3.84 ns
- Achievable Freq: approximately 450 MHz
- Aoi share: 0%
- Number of synthesized register bits: 30
- Clock root buffer: clkbuf_8
- DR WL/cell: roughly 11 um
- # placed instances: between 300 and 400
- Leakage Power: 1.01 nW
- Post-CTS sizing: 0
- Maximum clock insertion buffer count: 2
- Finish-stage setup viols: 0
- Iter 0 DRT Violations: 36
- Worst min-delay path category: register to register
- Flop-to-flop setup slack: 3.11 ns
- H-tree depth: 2
- Antenna diodes: 0
- Area grow syn2layout: 5.37%
- Cells after synthesis: 208
- Post-synth seq share: 37.0%
- R2r worst-path depth: 5
- Final setup TNS: 0 ns
- Total Routing Usage GR: about 5.1%
- VDD IR max: ~0.075 mV
- Hold-fix buffers at CTS: 0
- Max Cap Viol: 0
- Most numerous logic cell after layout: conb_1
- Core area: 9280 um^2
- Number of global-route vias before repair: 1,169
-- cell usage after synthesis, drive strengths merged --
cell,count
dfrtp,30
nand2,8
inv,5
ha,1
xor2,8
xnor2,20
nand4,8
nor3,1
buf,97
and4,2
nor4,1
conb,1
nor2,9
nand3,11
and3,4
or2,2
-- how the worst max path moves through the flow --
stage,startpoint,to,slack [ns]
CTS,PC[10],out[10],2.54
global route,PC[10],out[10],2.51
finish,PC[10],out[10],2.58
-- cell type report --
class / count / area (um^2) / area share (%)
Multi-Input combinational cell: 142 / 777 / 36.4
Sequential cell: 30 / 751 / 35.1
Timing Repair Buffer: 32 / 318 / 14.9
Tap cell: 129 / 161 / 7.56
Clock buffer: 8 / 110 / 5.16
Inverter: 5 / 18.8 / 0.879
-- report_power, final --
part,total [mW],leakage [nW],switching [mW],internal [mW]
Sequential,0.253,0.410,0,0.253
Combinational,0.00968,0.539,0.00838,0.00130
Clock,0.235,0.0575,0.0903,0.145
Total,0.498,1.01,0.0987,0.399
-- cells by family (layout without fill, tap and decap cells) --
logic type	count (synthesis)	in the layout
buffers and inverters	102	45
and+or+nand+nor	46	46
DFF	30	30
xor gates and xnor gates	28	28
adders and majority gates	1	1
other	1	67
-- per-layer routing --
metal  track usage [%]  wire (um)  vias up  share of wire, %
met5                 0          0        -                 0
met4             0.618         44        0               1.2
met1              6.19       1540      513                41
met2              7.97       1780       54                47
li1                  -          -      513                 -
met3              2.77        399        7                11
-- per-stage QoR --
step | area [um^2] | power [mW]
after floorplan | 2270 | 0.300
after global placement | 2030 | 0.270
after detailed placement | 2030 | 0.269
after CTS | 2140 | 0.506
after global routing | 2140 | 0.520
final | 2140 | 0.498
Power is estimated from default activity; no workload was simulated.
